`flow/design.v`:
```
`timescale 1ns / 1ps
module alu_32(A_in ,B_in ,ALU_Sel ,ALU_Out ,Carry_Out ,Zero ,Overflow);
    input [31:0] A_in, B_in;
    input [3:0] ALU_Sel; 
    output [31:0] ALU_Out;
    output reg    Carry_Out;
    output        Zero;
    output reg    Overflow = 1'b0;
    reg [31:0] ALU_Result;
    reg [32:0] temp;
    reg [32:0] twos_com; 
    assign ALU_Out = ALU_Result; 
    assign Zero    = (ALU_Result == 0);
    always @(*)
      begin 
        Overflow = 1'b0;
        Carry_Out = 1'b0; 
        case(ALU_Sel)
            4'b0000:   
                 ALU_Result = A_in & B_in;                      
            4'b0001:   
                 ALU_Result = A_in | B_in;                       
            4'b0010:   
                begin
                    ALU_Result = $signed(A_in) + $signed(B_in);
                    temp = {1'b0, A_in} + {1'b0, B_in};
                    Carry_Out = temp[32]; 
                    if (( A_in[31] & B_in[31] & ~ ALU_Out[31]) |  
                       (~ A_in[31] & ~ B_in[31] & ALU_Out[31]))
                            Overflow = 1'b1;
                    else 
                            Overflow = 1'b0;
                end               
            4'b0110:  
                begin 
                    ALU_Result = $signed ( A_in ) - $signed ( B_in ) ;
                    twos_com = ~( B_in ) + 1'b1;
                    if (( A_in[31] & twos_com[31] & ~ ALU_Out[31]) |
                        (~ A_in[31] & ~ twos_com[31] & ALU_Out[31]))
                          Overflow = 1'b1;
                    else 
                          Overflow = 1'b0;
                end
            4'b0111:  
                ALU_Result = ($signed(A_in) < $signed(B_in))?32'd1:32'd0;
            4'b1100:  
                ALU_Result = ~( A_in | B_in);                            
            4'b1111:  
                ALU_Result = (A_in == B_in) ? 32'd1:32'd0;    
            default: ALU_Result = A_in + B_in;
         endcase
       end
endmodule
```
`flow/run.sh`:
```
#!/bin/bash
# OpenROAD 26Q1-2900-gdf79404cd8, Yosys 0.63+post, stock flow scripts
make -C /OpenROAD-flow-scripts/flow DESIGN_CONFIG=/design/flow/config.mk WORK_HOME=/design/flow/orfs finish
```
`flow/config.mk`:
```
export PLATFORM = sky130hd
export DESIGN_NAME = alu_32
export DESIGN_NICKNAME = alu_32
export VERILOG_FILES = /design/flow/design.v
export SDC_FILE = /design/flow/constraint.sdc
export NUM_CORES = 4
export LEC_CHECK = 1
export CORE_UTILIZATION = 40
```
`flow/constraint.sdc`:
```
current_design alu_32

set clk_period 19.6
set clk_io_pct 0.2

create_clock -name clk0 -period $clk_period

set non_clock_inputs [all_inputs -no_clocks]
set_input_delay [expr $clk_period * $clk_io_pct] -clock clk0 $non_clock_inputs
set_output_delay [expr $clk_period * $clk_io_pct] -clock clk0 [all_outputs]
```
==> job_summary.md <==
## Implementation flow summary

| Metric | Value |
|---|---|
| Outcome | `finished, final reports clean` |
| Number of iterations in the first detailed-routing pass | `5` |
| Setup repair after global routing missed its margin | `no` |
| Highest attainable clock frequency | `about 75 MHz` |
| CP Data Arrival Time | `9.33 ns` |
| Antenna violations before repair | `0` |
| Die width | `about 130 µm` |
| Post-route standard cell area excluding fillers | `~7300 µm²` |
| Capturing element type of the critical path | `primary output` |
| Cell area after technology mapping | `around 6200 µm²` |
| Cells resized by post-CTS repair | `0` |
| Final critical path time including I/O delays and setup | `13.25 ns` |
| Comb area | `5563 µm²` |
| Number of warnings issued by yosys | `1` |
| Main logic family after synthesis | `AND-OR/OR-AND gates` |
| Standard cell area after detailed placement | `roughly 7300 µm²` |
| Flop Count | `0` |
| Half-perimeter wire length after placement | `roughly 20000 µm` |
| Detailed-route DRC error count | `0` |
| XOR/XNOR share of the synthesized area | `0.009847` |
| Post CTS Setup Buffer Count | `0` |
| # port buffers | `103` |
| Initial DRC Count | `between 500 and 600` |
| Leak | `a little over 3 nW` |
| Tightest hold margin | `between 9 and 10 ns` |
| Sum of negative setup slack | `0 ns` |
| Core area | `15200 µm²` |
| Number of endpoints with negative hold slack in the final report | `0` |
| Number of cell instances after yosys synthesis | `921` |
| Fillers | `1561` |
| Adder and majority cell fraction of the synthesized area | `0.1994` |
| Number of placement rows | `about 45` |
| Seq/Total Area, Yosys | `0` |
| Distinct cells, synth | `approximately 95` |
| Endpoints failing setup | `0` |
| Pre-CTS setup slack | `about 6.5 ns` |
| Post-CTS Hold Buffers | `0` |
| Via-per-instance ratio | `approximately 6.4` |
| Total count of max-transition violations in the final report | `0` |
| Startpoint class of the critical path | `input pin` |
| Largest net degree at the start of global routing | `between 40 and 50` |
| Number of antenna diodes | `0` |
| Area fraction in mux cells | `0.02814` |
| Number of instances in the synthesized netlist | `approximately 920` |
| Footprint of the flip-flops and latches | `0 µm²` |
| Tool warnings | `roughly 96` |
| Chip area | `~16000 µm²` |
| Total of max-cap violations | `0` |
| Area share of and-or/or-and cells after synthesis | `0.4445` |
| Max Fanout on Critical Path | `5` |
| Tally of nets with antenna violations remaining after routing | `0` |
| Routability congestion estimate from global placement | `between 1 and 1.5` |
| Transition time of the tightest slew-check pin | `between 0.7 and 0.8 ns` |
| Number of cells after detailed placement | `1166` |
| Headroom to the max-slew limit | `0.5268` |
| CP Data Required Time | `15.68 ns` |
| Wire length of the first global-routing pass | `39110 µm` |
| Number of clock buffer instances in the layout | `0` |
| Total power divided by cell area | `32.64 nW/µm²` |
| Top Ports | `around 100` |
| Via count of the first global-routing pass | `approximately 6.9k` |
| PnR Total Power | `0.2387 mW` |
| Final Core Density | `0.4811` |
| Global-route congestion overflow total | `0` |
| PnR worst setup slack | `roughly 6.4 ns` |
| Chip area line of the yosys report | `slightly above 6000 µm²` |
| Global-route total usage across every layer | `0.3168` |
| Maximum ir drop on the vdd rail | `roughly 18 µV` |
| DRT Wirelength | `~25000 µm` |
| Routed length per placed instance | `21.81 µm` |
| Per-instance average area after synthesis | `around 6.8 µm²` |
| Fraction of final layout cells with drive strength greater than 1 | `0.05930` |
| Post-route insts no fill | `around 1.2k` |
| Vert. Die Dim | `between 100 and 150 µm` |
| Total number of vias | `approximately 7.4k` |
| Worst Setup Path Type | `in2out` |
| Effective utilization at floorplan | `0.4095` |
| Worst hold path type | `in2out` |
| Simple-gate share of the synthesized area | `0.2116` |
| Tcrit/Tclk final | `0.6759` |
| Synth-to-Final Area Change | `17.46%` |
## path summary, 6_finish.rpt
| check | from | end | slack [ns] | depth (start not counted) |
|---|---|---|---|---|
| worst max-delay path | B_in[1] | Zero | 6.35 | 14 |
| worst min-delay path | A_in[31] | Overflow | 9.09 | 5 |
## worst max-delay path, stage by stage
cell                              delay, ns
sky130_fd_sc_hd__clkdlybuf4s50_1       0.65
sky130_fd_sc_hd__inv_1                 0.12
sky130_fd_sc_hd__ha_1                  0.33
sky130_fd_sc_hd__a211oi_1              0.52
sky130_fd_sc_hd__nor3_1                0.17
sky130_fd_sc_hd__nor3b_1               0.48
sky130_fd_sc_hd__o21ai_0               0.24
sky130_fd_sc_hd__a221o_1               0.34
sky130_fd_sc_hd__a22o_1                0.22
sky130_fd_sc_hd__or4_1                 0.56
sky130_fd_sc_hd__or4b_1                0.53
sky130_fd_sc_hd__or4_1                 0.54
sky130_fd_sc_hd__nor4b_2               0.22
sky130_fd_sc_hd__clkdlybuf4s50_1       0.49
## cell usage in the layout (no fill, tap or decap), drive strengths merged, types with 5 or more instances in the layout
cell type / Yosys / final
clkdlybuf4s50: 0 / 103
inv: 99 / 99
ha: 96 / 96
a21oi: 89 / 89
nor2: 72 / 72
nand2: 57 / 57
o21ai: 44 / 44
a22oi: 27 / 27
nor3: 27 / 27
o31ai: 21 / 21
o22ai: 19 / 19
a21o: 17 / 17
o221ai: 17 / 17
nor4: 16 / 16
buf: 29 / 15
a211oi: 15 / 15
nand2b: 13 / 13
nand3: 13 / 13
o211ai: 13 / 13
mux2i: 13 / 13
a221oi: 13 / 13
nand4: 12 / 12
o21bai: 12 / 12
a221o: 11 / 11
a22o: 10 / 10
and2: 9 / 9
a31oi: 8 / 8
or3: 6 / 6
o21a: 6 / 6
a211o: 6 / 6
o22a: 6 / 6
xnor2: 6 / 6
o311ai: 6 / 6
or2: 6 / 6
nor2b: 5 / 5
o31a: 5 / 5
or4: 5 / 5
a2111oi: 5 / 5
## kinds of logic (layout without fill, tap and decap cells)
family                   Yosys count  count (layout)
AND-OR/OR-AND                    383             383
adder cells (fa/ha/maj)           98              98
buffers and inverters            160             217
XOR/XNOR                           7               7
multiplexers                      17              17
AND/OR/NAND/NOR                  256             256
## routing by layer
layer,global-route usage,part of all wire,vias to the layer above
met3,0.02922,0.064,40
met4,0.08683,0.028,0
li1,-,-,3608
met2,0.5245,0.46,309
met1,0.4412,0.45,3484
met5,0,0,-
## report_power, final
| group | leakage (nW) | switching, mW | total [mW] | internal [mW] |
|---|---|---|---|---|
| Sequential | 0 | 0 | 0 | 0 |
| Combinational | 3.06 | 0.136 | 0.239 | 0.103 |
| Clock | 0 | 0 | 0 | 0 |
## cell type report
cell class                 count  share of cell area
multi-input combinational    761              0.7607
timing repair buffer         118              0.1564
tap                          188             0.03216
inverter                      99             0.05081
## synth_stat cells (7+ instances only)
master	instances	area (µm²)
sky130_fd_sc_hd__ha_1	96	1201
sky130_fd_sc_hd__inv_1	96	360.4
sky130_fd_sc_hd__a21oi_1	89	445.4
sky130_fd_sc_hd__nor2_1	70	262.8
sky130_fd_sc_hd__nand2_1	56	210.2
sky130_fd_sc_hd__o21ai_0	36	180.2
sky130_fd_sc_hd__clkbuf_1	32	120.1
sky130_fd_sc_hd__a22oi_1	26	195.2
sky130_fd_sc_hd__nor3_1	25	125.1
sky130_fd_sc_hd__o31ai_1	20	150.1
sky130_fd_sc_hd__o22ai_1	18	112.6
sky130_fd_sc_hd__a21o_1	17	127.6
sky130_fd_sc_hd__o221ai_1	17	148.9
sky130_fd_sc_hd__nor4_1	15	93.84
sky130_fd_sc_hd__a211oi_1	13	97.59
sky130_fd_sc_hd__mux2i_1	13	130.1
sky130_fd_sc_hd__nand2b_1	13	81.33
sky130_fd_sc_hd__nand3_1	13	65.06
sky130_fd_sc_hd__o211ai_1	13	97.59
sky130_fd_sc_hd__a221oi_1	12	105.1
sky130_fd_sc_hd__nand4_1	12	75.07
sky130_fd_sc_hd__a221o_1	11	110.1
sky130_fd_sc_hd__buf_2	11	55.05
sky130_fd_sc_hd__o21bai_1	11	82.58
sky130_fd_sc_hd__a22o_1	10	87.58
sky130_fd_sc_hd__buf_1	10	37.54
sky130_fd_sc_hd__a31oi_1	8	50.05
sky130_fd_sc_hd__and2_1	7	43.79
sky130_fd_sc_hd__o21ai_1	7	35.03
Power is estimated from default activity; no workload was simulated.
