File: flow/design.v
module InstMem(addr, instruction);
    input [7:0] addr; 
    output wire [31:0] instruction;
    wire [5:0] rom_addr = addr[7:2];
    reg [31:0] memory [63:0]; 
    initial 
    begin 
     memory[0] = 32'h00007033;  
     memory[1] = 32'h00100093;  
     memory[2] = 32'h00200113;  
     memory[3] = 32'h00308193;  
     memory[4] = 32'h00408213;  
     memory[5] = 32'h00510293;  
     memory[6] = 32'h00610313;  
     memory[7] = 32'h00718393;  
     memory[8] = 32'h00208433;  
     memory[9] = 32'h404404b3;  
     memory[10] = 32'h00317533;  
     memory[11] = 32'h0041e5b3;  
     memory[12] = 32'h0041a633;  
     memory[13] = 32'h007346b3;  
     memory[14] = 32'h4d34f713;  
     memory[15] = 32'h8d35e793;  
     memory[16] = 32'h4d26a813;  
     memory[17] = 32'h4d244893;  
    end 
    assign instruction = memory[rom_addr];
endmodule
File: flow/config.mk
export PLATFORM = sky130hd
export DESIGN_NAME = InstMem
export DESIGN_NICKNAME = InstMem
export VERILOG_FILES = /design/flow/design.v
export SDC_FILE = /design/flow/constraint.sdc
export NUM_CORES = 4
export LEC_CHECK = 1
export CORE_AREA = 10 10 70 70
export DIE_AREA = 0 0 80 80
File: flow/constraint.sdc
current_design InstMem

set clk_period 1.3
set clk_io_pct 0.2

create_clock -name clk0 -period $clk_period

set non_clock_inputs [all_inputs -no_clocks]
set_input_delay [expr $clk_period * $clk_io_pct] -clock clk0 $non_clock_inputs
set_output_delay [expr $clk_period * $clk_io_pct] -clock clk0 [all_outputs]
File: flow/run.sh
#!/bin/bash
# OpenROAD 26Q1-2900-gdf79404cd8, Yosys 0.63+post, stock flow scripts
make -C /OpenROAD-flow-scripts/flow DESIGN_CONFIG=/design/flow/config.mk WORK_HOME=/design/flow/orfs finish
==> impl_metrics.toml <==
# flow metrics
[timing]
rsz0062_at_grt = "yes"
period_used_pct = 116
max_freq_ghz = 0.663
finalHoldViolations = 0
layout_setup_ws_ns = -0.207
period_needed_ns = 1.51
hold_slack_ns = 0.872
finalSetupViolCount = 10
slew_violations = 0

[die]
dieArea_um2 = 6400
io_pins = 40
die_width_um = 80
std_cell_rows = 21
die_height_um = 80
fp-utilization_pct = 14.7
coreArea_um2 = 3420

[place]
dp_hpwl_um = 1460
place_congestion = 0.773
pre_cts_slack_ns = -0.972
dpl_cell_area_um2 = 858
io_buffers = 26

[critical_path]
worstPathArrival_ns = 1.25
critPathLaunchType = "primary input"
cp-end-kind = "primary output"
crit_fanout = 5
critPathKind = "primary input to primary output"
cp.required_ns = 1.04

[layout]
drive_above_1_share_pct = 66.1
seq_area_um2 = 0
seq_cell_count = 0
nClkBuffers = 0
area_growth_syn_to_layout_pct = 142
fin_area_um2 = 1210
mostFrequentLayoutCell = "buf_6"
layout_top_cells = "buf_6 (24), buf_4 (16), conb_1 (11), buf_2 (11), nor2_1 (7)"

[run]
maxCapViolCount = 0
warnings = 42

[yosys]
netlist.area_leader.share_pct = 22.5
synthTopCellsByArea = "buf_4 (23%), ha_1 (15%), nor2_1 (6.8%)"
ys_cells = 72
synth_warnings = 1
synthCells = 72
syn_area_per_cell_um2 = 6.95
top_area_cell = "buf_4"
syn_area_um2 = 500
synth_chip_area_um2 = 500
ys_types = 28
ys_seq_share_pct = 0

[worst_hold_path]
hp-class = "primary input to primary output"

[drt]
drc_errors = 0
dr.pass1.iters = 4
antenna_cells = 0
vias = 669
drt-initial-drc-count = 18
wirelength_um = 2310
drt-wirelength-per-cell_um = 13.3
detail-route-antenna-nets = 0
via_per_inst = 3.87

[power_and_ir_drop]
leakage_nw = 0.573
p_int_uw = 218
swShare_pct = 40.4
power.switching_uw = 148
p_comb_share_pct = 100.0
power_frac_seq_pct = 0
irDropWorstVdd_mv = 0.163
power_density_nw_per_um2 = 302
power.share.clock_pct = 0
power_uw = 366

[global_route]
grt_max_degree = 8
globalRoute.totalOverflow = 0
first_global_vias = 714
grt_pass1_wl_um = 3570
grt_use_total_pct = 6.67
antenna_found_initial = 0

[run_status]
violations = "negative setup slack"
status = "finished, violations left"
==> power by group through the flow <==
stage	registers, mW	clock network [mW]	logic, mW
after CTS	0	0	0.332
after global routing	0	0	0.396
final	0	0	0.366
==> per-layer routing <==
layer,track usage (%),vias to the layer above,part of all wire (%)
li1,-,331,-
met1,8.70,320,44
met2,12.3,18,54
met3,0.455,0,2.3
met4,0,0,0
met5,0,-,0
==> cells by family after synthesis <==
| group | Yosys count | share of synthesized area, % |
|---|---|---|
| AND-OR/OR-AND | 17 | 24.8 |
| buffers and inverters | 23 | 33.2 |
| adder cells (fa/ha/maj) | 6 | 15.0 |
| AND/OR/NAND/NOR | 21 | 19.2 |
| other | 2 | 1.50 |
| multiplexers | 3 | 6.25 |
==> final cells by class <==
class	instances	area, um^2
well taps	46	57.6
repair buffers	65	586
inverters	4	27.5
multi-input cells	58	542
fillers	335	2200
==> Yosys cell counts, drive strengths merged <==
cell type / n
buf: 19
nor2: 9
ha: 6
a21oi: 5
nand2: 5
inv: 4
conb: 2
mux2i: 2
nand2b: 2
nand3: 2
nor3b: 2
o21bai: 2
a211oi: 1
a21o: 1
a22oi: 1
a2bb2oi: 1
a311o: 1
a31o: 1
mux2: 1
nor2b: 1
o21a: 1
o21ai: 1
o221ai: 1
o31a: 1
==> through the flow <==
stage	TNS (ns)	cells	util (%)
after detailed placement	-16.35	155	25.1
after floorplan	0	81	-
after global placement	-16.52	155	25.1
final	-1.13	173	35.5
after global routing	-1.59	173	35.5
after CTS	-1.00	167	33.2
==> repair_timing <==
| item | CTS | global route |
|---|---|---|
| cloned | 2 | 0 |
| gates resized | 128 | 16 |
| hold buffers | 0 | 0 |
| pin swaps | 18 | 12 |
| setup endpoints to repair | 21 | 17 |
| buffers inserted | 10 | 7 |
| endpoints found under the hold margin | 0 | 0 |
==> critical path, stage by stage <==
cell	delay (ns)
buf_8	0.11
buf_6	0.13
ha_4	0.17
buf_6	0.11
a31o_2	0.23
dlygate4sd2_1	0.24
==> final timing paths <==
kind | slack [ns] | to | start | cells after the start
min | 0.87 | instruction[31] | addr[4] | 4
max | -0.21 | instruction[18] | addr[2] | 6
No activity file was given, so power comes from the tool's default toggle rates.
