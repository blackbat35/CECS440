==> design.v <==
module RegFile(clk, reset, rg_wrt_en, rg_wrt_addr,
               rg_rd_addr1, rg_rd_addr2, rg_wrt_data,
               rg_rd_data1, rg_rd_data2);
    input clk, reset, rg_wrt_en;
    input [4:0]  rg_rd_addr1, rg_rd_addr2, rg_wrt_addr; 
    input [31:0] rg_wrt_data;
    output[31:0] rg_rd_data1, rg_rd_data2;
    reg [31:0] rg_array [31:0];
    integer i;
    initial begin 
        for (i=0; i<32; i=i+1)
            rg_array[i] <= 32'b0;
    end 
    always @(posedge clk) begin 
        if (reset) begin 
            rg_array[rg_wrt_addr] <= 32'b0; 
        end
        if (rg_wrt_en) begin 
            rg_array[rg_wrt_addr] <= rg_wrt_data;
        end 
    end 
    assign rg_rd_data1 = rg_array[rg_rd_addr1];
    assign rg_rd_data2 = rg_array[rg_rd_addr2];
endmodule
==> run.sh <==
#!/bin/bash
# OpenROAD 26Q1-2900-gdf79404cd8, Yosys 0.63+post, stock flow scripts
make -C /OpenROAD-flow-scripts/flow DESIGN_CONFIG=/design/flow/config.mk WORK_HOME=/design/flow/orfs finish
==> config.mk <==
export PLATFORM = sky130hd
export DESIGN_NAME = RegFile
export DESIGN_NICKNAME = RegFile
export VERILOG_FILES = /design/flow/design.v
export SDC_FILE = /design/flow/constraint.sdc
export NUM_CORES = 4
export LEC_CHECK = 1
export CORE_UTILIZATION = 50
==> constraint.sdc <==
current_design RegFile

set clk_period 5.3
set clk_io_pct 0.2

create_clock -name clk0 -period $clk_period [get_ports {clk}]

set non_clock_inputs [all_inputs -no_clocks]
set_input_delay [expr $clk_period * $clk_io_pct] -clock clk0 $non_clock_inputs
set_output_delay [expr $clk_period * $clk_io_pct] -clock clk0 [all_outputs]
==> CHANGELOG.md <==
### Metrics

* Total GRT Usage at 34.1%
* Hold Violations, Final at 0
* Final core occ at 58.1%
* Final WL at 154000 µm
* Post-synth ARST share at 0%
* Synth Register Bits at 1024
* Die area at 99300 µm²
* Number of enable flip-flop cells at 1024
* Largest register by flop count: rg_array
* Initial antenna violation count at 2
* Psw at 4.27 mW
* CTS Root Cell: clkbuf_16
* Worst Hold Class: in2reg
* Pwr Total at 18.5 mW
* Final instance area at 56300 µm²
* Vias/cell at 6.40
* Remaining global-route overflow at 0
* Syn avg cell area at 14.3 µm²
* TritonRoute pass-1 iters at 23
* Vias in the first global route at 33300
* Power per Cell Area at 328 nW/µm²
* Mapped cell area at 49000 µm²
* Placed inst area at 52700 µm²
* Gate power share at 9.4%
* Vias at 31600
* Top cells by count: edfxtp_1 (1024), mux2i_1 (1024), nand2_1 (196)
* Top cells, area: edfxtp_1 (63%), mux2i_1 (21%), a22oi_1 (2.9%)
* Largest regs: rg_array x1024
* Slew HR at 34.5%
* Num ports at 114
* # Max-Cap Violations at 0
* Initial Util at 50.6%
* Worst min-delay path startpoint: rg_wrt_data[0]
* Post-synthesis sequential area ratio at 62.7%
* First-pass GRT wire length at 221000 µm
* Layout area overhead at 14.9%
* CTS tree: built
* Switching fraction of total power at 23.1%
* CP peak stage delay at 0.67 ns
* RePlAce Congestion at 0.884
* Max Buffers Root-to-Sink at 3
* Slowest CP cell: clkdlybuf4s50_1
* Clk slew on worst S/H paths at 0.06 ns
* Lkg Pwr at 19.8 nW
* Largest net degree at the start of global routing at 68
* Internal power at 14.2 mW
* Hold buffer count at CTS at 0
* Tool warnings at 26
* Hpwl dp at 88200 µm
* Iter 0 DRT Violations at 2310
* Cell Chain, Critical Path: clkdlybuf4s50_1 -> nor2b_4 -> buf_4 -> buf_12 -> a22o_1 -> nor3_1 -> a31oi_1 -> nand3_1 -> clkdlybuf4s50_1
* Outcome: completed
* Max Clk Rate at 203 MHz
* Top cell area share at 62.7%
* Top cell type by total area after synthesis: edfxtp_1
* Die Ht at 315 µm
* Syn. warnings at 1
* Sink Count at 1024
* Hold depth at 3
* Crit Path Class: in2out
* Tmin final at 4.92 ns
* Num CTS Buffers at 109
* Port bufs at 113
* Routed Antenna Nets at 0
* Yosys stat cell total at 3424
* Peak VDD IR at 266 µV
* # setup viols final at 0
* H-tree depth at 3
* RSZ-0062 raised after global routing: no
* Max-slew violation count at 0
* Post-CTS setup buffers at 0
* Hold EP: rg_array[29][0]
* Largest register FFs at 1024
* Commonest flop: edfxtp_1
* Yosys Chip Area at 49000 µm²
* Core footprint at 96900 µm²
* CP endpoint kind: output pin
* Setup TNS at 0 ns
* Clock power share at 41.3%
* Flop pwr share at 49.3%
* Synth cell types at 24
* Remaining DRCs at 0
* Synth Instances at 3424
* Num rows at 114
* Setup crit start kind: input port
* Worst path most repeated cell: clkdlybuf4s50_1
* Final Cycle Share at 92.8%
* Count of cells resized by post-cts repair at 0
* Chip Width at 315 µm
* Worst path arrival time at 3.86 ns
* Slew @ Worst Pin at 0.983 ns
* Worst EP required at 4.24 ns
* Mean routed wirelength per cell at 31.1 µm
* Critical-path maximum fanout at 37
* Share of layout cells above drive strength 1 at 10.6%
## layout make-up
| cell class | instances | area (µm²) |
|---|---|---|
| Antenna cell | 1 | 2.50 |
| Clock inverter | 74 | 722 |
| Clock buffer | 131 | 2850 |
| Fill cell | 7062 | 40500 |
| Tap cell | 1276 | 1600 |
| Multi-Input combinational cell | 2143 | 17000 |
| Sequential cell | 1024 | 30700 |
| Timing Repair Buffer | 295 | 3400 |
## how the worst max path moves through the flow
stage                   from              end  slack [ns]  cells after the start
CTS           rg_rd_addr1[0]  rg_rd_data1[14]        0.46                      9
global route  rg_rd_addr2[0]   rg_rd_data2[6]        0.32                      9
finish        rg_rd_addr1[2]   rg_rd_data1[6]        0.38                      9
## cell usage in the layout, fill, tap and decap left out
cell type,n
nor2_1,3
or2_2,2
clkinv_1,33
nand3b_1,3
nand3_1,193
inv_6,3
and2_1,32
a31oi_1,64
a22oi_1,192
nand2_1,194
mux2i_1,1024
buf_12,72
or3b_2,3
clkbuf_16,111
o211ai_1,1
a21oi_1,192
bufinv_16,14
clkdlybuf4s50_1,110
buf_4,110
diode_2,1
or3_1,2
nor2b_4,4
and2_4,2
buf_2,1
nand2b_2,4
nand2_2,2
a22o_1,128
buf_8,2
clkinv_8,2
clkbuf_1,20
clkinv_2,19
nor2_4,34
clkinvlp_4,2
clkinv_4,1
edfxtp_1,1024
nor3_1,64
## logic make-up (layout without fill, tap and decap cells)
| kind of cell | after synthesis | count (layout) | share of synthesized area [%] |
|---|---|---|---|
| buffers and inverters | 257 | 500 | 3.23 |
| multiplexers | 1024 | 1024 | 20.9 |
| AND/OR/NAND/NOR | 542 | 542 | 5.10 |
| flip-flops | 1024 | 1024 | 62.7 |
| other | 0 | 1 | 0 |
| AND-OR/OR-AND | 577 | 577 | 8.02 |
## stage by stage
stage / setup slack (ns) / std cells / hold WS (ns)
floorplan: 1.79 / 3424 / 1.59
global placement: 0.500 / 4738 / 2.01
global route: 0.320 / 4943 / 1.33
CTS: 0.464 / 4943 / 1.30
finish: 0.382 / 4944 / 1.32
detailed placement: 0.474 / 4738 / 2.03
## routing by layer
layer  up-vias  part of all wire, %  track usage (%)
met4        10                  4.0             10.1
met3       328                   17             24.4
met5         -                 0.11             1.45
met1     15400                   35             44.4
li1      13800                    -                -
met2      2096                   44             47.3
## power groups by stage
stage,clock [mW],combinational [mW],sequential (mW)
CTS,7.72,1.71,9.11
global route,8.06,1.83,9.12
finish,7.63,1.73,9.11
## worst max-delay path, delay by kind of cell
family | cells | cell delay, ns
AND-OR/OR-AND | 2 | 0.37
buffers and inverters | 4 | 1.71
AND/OR/NAND/NOR | 3 | 0.69
Power is estimated from default activity; no workload was simulated.
